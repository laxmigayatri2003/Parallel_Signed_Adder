## ./constraint.sdc

```tcl
current_design parallel_signed_adder

set clk_period 4.2
set clk_io_pct 0.2

create_clock -name clk0 -period $clk_period [get_ports {clk}]

set non_clock_inputs [all_inputs -no_clocks]
set_input_delay [expr $clk_period * $clk_io_pct] -clock clk0 $non_clock_inputs
set_output_delay [expr $clk_period * $clk_io_pct] -clock clk0 [all_outputs]
```

## ./design.v

```verilog
`timescale 1ns / 1ps
module parallel_signed_adder(
    input clk , 
    input [11:0] n0 ,
    input [11:0] n1 , 
    input [11:0] n2 ,
    input [11:0] n3 , 
    input [11:0] n4 , 
    input [11:0] n5 , 
    input [11:0] n6 , 
    input [11:0] n7 , 
    output [14:0] sum  
    ) ; 
    wire [7:0] s00_lsb ; 
    wire [7:0] s01_lsb ; 
    wire [7:0] s02_lsb ; 
    wire [7:0] s03_lsb ; 
    wire [5:0] s00_msb ; 
    wire [5:0] s01_msb ; 
    wire [5:0] s02_msb ; 
    wire [5:0] s03_msb ; 
    wire [7:0] s10_lsb ; 
    wire [7:0] s11_lsb ; 
    wire [6:0] s10_msb ; 
    wire [6:0] s11_msb ; 
    wire [7:0] s20_lsb ;
    reg [11:7] n0_reg1 ; 
    reg [11:7] n1_reg1 ; 
    reg [11:7] n2_reg1 ; 
    reg [11:7] n3_reg1 ; 
    reg [11:7] n4_reg1 ; 
    reg [11:7] n5_reg1 ; 
    reg [11:7] n6_reg1 ; 
    reg [11:7] n7_reg1 ;
    reg [7:0] s00_lsbreg1 ; 
    reg [7:0] s01_lsbreg1 ; 
    reg [7:0] s02_lsbreg1 ; 
    reg [7:0] s03_lsbreg1 ;
    reg [5:0] s00_msbreg2 ; 
    reg [5:0] s01_msbreg2 ; 
    reg [5:0] s02_msbreg2 ; 
    reg [5:0] s03_msbreg2 ; 
    reg [6:0] s00_lsbreg2 ; 
    reg [6:0] s01_lsbreg2 ; 
    reg [6:0] s02_lsbreg2 ; 
    reg [6:0] s03_lsbreg2 ; 
    reg [7:0] s10_lsbreg3 ; 
    reg [7:0] s11_lsbreg3 ; 
    reg [5:0] s00_msbreg3 ; 
    reg [5:0] s01_msbreg3 ; 
    reg [5:0] s02_msbreg3 ; 
    reg [5:0] s03_msbreg3 ;
    reg [6:0] s10_lsbreg4 ; 
    reg [6:0] s11_lsbreg4 ; 
    reg [6:0] s10_msbreg4 ; 
    reg [6:0] s11_msbreg4 ; 
    reg [6:0] s10_msbreg5 ; 
    reg [6:0] s11_msbreg5 ; 
    reg s20_lsbreg5cy ; 
    reg [6:0] s20_lsbreg5 ; 
    assign s00_lsb[7:0] = n0[6:0]+n1[6:0] ;   
    assign s01_lsb[7:0] = n2[6:0]+n3[6:0] ;
    assign s02_lsb[7:0] = n4[6:0]+n5[6:0] ; 
    assign s03_lsb[7:0] = n6[6:0]+n7[6:0] ; 
    always @ (posedge clk) 
    begin 
     n0_reg1[11:7] <= n0[11:7] ; 
     n1_reg1[11:7] <= n1[11:7] ; 
     n2_reg1[11:7] <= n2[11:7] ; 
     n3_reg1[11:7] <= n3[11:7] ; 
     n4_reg1[11:7] <= n4[11:7] ; 
     n5_reg1[11:7] <= n5[11:7] ; 
     n6_reg1[11:7] <= n6[11:7] ; 
     n7_reg1[11:7] <= n7[11:7] ; 
     s00_lsbreg1[7:0] <= s00_lsb[7:0] ; 
     s01_lsbreg1[7:0] <= s01_lsb[7:0] ; 
     s02_lsbreg1[7:0] <= s02_lsb[7:0] ; 
     s03_lsbreg1[7:0] <= s03_lsb[7:0] ; 
    end 
    assign s00_msb[5:0] = {n0_reg1[11], n0_reg1[11:7]}+ 
     {n1_reg1[11], n1_reg1[11:7]}+s00_lsbreg1[7]; 
    assign s01_msb[5:0] = {n2_reg1[11], n2_reg1[11:7]}+ 
     {n3_reg1[11], n3_reg1[11:7]}+s01_lsbreg1[7]; 
    assign s02_msb[5:0] = {n4_reg1[11], n4_reg1[11:7]}+ 
     {n5_reg1[11], n5_reg1[11:7]}+s02_lsbreg1[7];
    assign s03_msb[5:0] = {n6_reg1[11], n6_reg1[11:7]}+ 
     {n7_reg1[11], n7_reg1[11:7]}+s03_lsbreg1[7]; 
    always @ (posedge clk) 
    begin 
     s00_msbreg2[5:0] <= s00_msb[5:0] ;  
     s01_msbreg2[5:0] <= s01_msb[5:0] ; 
     s02_msbreg2[5:0] <= s02_msb[5:0] ; 
     s03_msbreg2[5:0] <= s03_msb[5:0] ; 
     s00_lsbreg2[6:0] <= s00_lsbreg1[6:0] ;  
     s01_lsbreg2[6:0] <= s01_lsbreg1[6:0] ; 
     s02_lsbreg2[6:0] <= s02_lsbreg1[6:0] ; 
     s03_lsbreg2[6:0] <= s03_lsbreg1[6:0] ; 
    end 
    assign s10_lsb[7:0] = s00_lsbreg2[6:0]+s01_lsbreg2[6:0] ; 
    assign s11_lsb[7:0] = s02_lsbreg2[6:0] +s03_lsbreg2[6:0] ; 
    always @ (posedge clk) 
    begin 
     s10_lsbreg3[7:0] <= s10_lsb[7:0] ;  
     s11_lsbreg3[7:0] <= s11_lsb[7:0] ; 
     s00_msbreg3[5:0] <= s00_msbreg2[5:0] ;  
     s01_msbreg3[5:0] <= s01_msbreg2[5:0] ; 
     s02_msbreg3[5:0] <= s02_msbreg2[5:0] ; 
     s03_msbreg3[5:0] <= s03_msbreg2[5:0] ; 
    end 
    assign s10_msb[6:0] = {s00_msbreg3[5], 
     s00_msbreg3[5:0]}+{s01_msbreg3[5], 
     s01_msbreg3[5:0]}+s10_lsbreg3[7] ; 
    assign s11_msb[6:0] = {s02_msbreg3[5], s02_msbreg3[5:0]}+ 
     {s03_msbreg3[5], s03_msbreg3[5:0]}+ 
     s11_lsbreg3[7] ; 
    always @ (posedge clk) 
    begin 
     s10_lsbreg4[6:0] <= s10_lsbreg3[6:0] ;  
     s11_lsbreg4[6:0] <= s11_lsbreg3[6:0] ; 
     s10_msbreg4[6:0] <= s10_msb[6:0] ;  
     s11_msbreg4[6:0] <= s11_msb[6:0] ; 
    end 
    assign s20_lsb[7:0] = s10_lsbreg4[6:0]+ s11_lsbreg4[6:0] ; 
    always @ (posedge clk) 
    begin 
     s10_msbreg5[6:0] <= s10_msbreg4[6:0];  
     s11_msbreg5[6:0] <= s11_msbreg4[6:0] ; 
     s20_lsbreg5cy <= s20_lsb[7];  
     s20_lsbreg5[6:0] <= s20_lsb[6:0]; 
    end 
    assign sum[14:0] = {({s10_msbreg5[6], s10_msbreg5[6:0]}+ 
     {s11_msbreg5[6], s11_msbreg5[6:0]}+ 
     s20_lsbreg5cy), s20_lsbreg5[6:0]}; 
endmodule 
```

## ./config.mk

```make
export PLATFORM = sky130hd
export DESIGN_NAME = parallel_signed_adder
export DESIGN_NICKNAME = parallel_signed_adder
export VERILOG_FILES = /design/flow/design.v
export SDC_FILE = /design/flow/constraint.sdc
export NUM_CORES = 4
export LEC_CHECK = 1
export CORE_UTILIZATION = 50
```

## ./run.sh

```bash
#!/bin/bash
# OpenROAD 26Q1-2900-gdf79404cd8, Yosys 0.63+post, stock flow scripts
make -C /OpenROAD-flow-scripts/flow DESIGN_CONFIG=/design/flow/config.mk WORK_HOME=/design/flow/orfs finish
```

==> results.toml <==
# physical design summary
[status]
run_status = "finished clean"

[critical_path]
crit_fanout = 3
crit_type = "register to output pin"
timing.critical_path.buf_inv = 2
critPathTopFamily = "adder cells"
crit-reg2reg-launch = "s11_lsbreg3[7]"
critical_path_required_ns = 3.36
crit_slowest_cell = "clkdlybuf4s50_1"
critical_path.startpoint = "s10_msbreg5[0]"
setup.worst_path.end_class = "output pin"
critPathLaunchType = "register"
cpPeakStageDelay_ns = 0.45
cp_data_arrival_time_ns = 2.70
cpMostUsedCell = "fa_1"
worstPathCellList = "fa_1 > inv_1 > fa_1 > nor2b_4 > o31a_1 > nor4_1 > a311o_1 > clkdlybuf4s50_1"

[final_layout]
lay_top_count = "dfxtp_1"
layout-drive-gt1-share_pct = 6.49
layout.filler_cells = 1095
seqCellArea_mm2 = 0.00428
final_layout_top_logic_cells = "dfxtp_1 (214), clkdlybuf4s50_1 (111), ha_1 (81)"
final-comb-area_mm2 = 0.00322
final-instance-count-excl-fill = 1005
area_growth_pct = 28.0

[routing]
via_per_inst = 4.76
ant_nets = 0
drt_drc_violations_left = 0
drt-wirelength-per-cell_um = 11.6
antenna_fix_cells = 0
drt-pass1-iter-count = 4
routed_wirelength_mm = 11.6
detailroute.via_count = 4783
drt_iter0_markers = 109

[timing]
fin_crit_sh_pct = 84.4
finalSetupTns_ns = 0
clock_skew_ns = 0.00836
fin_crit_ns = 3.54
tightestPinTransition_ns = 0.307
setup_repair_after_global_routing_missed_its_margin = "false"
setup_violations = 0
timing.max_slew.rel_slack_pct = 79.4
hold_viol = 0
timing.final.max_slew_violations = 0
max_freq_ghz = 0.282

[logic_synthesis]
synthDominantCellAreaShare_pct = 55.0
synth_cell_types = 33
ys_seq_elements = 214
synth_area_per_cell_um2 = 11.7
synth-cells-yosys = 666
ys_top_cells_by_area = "dfxtp_1 (55%), ha_1 (13%), fa_1 (5.4%)"
synth-warning-count = 1
post-synth-top-area-cell = "dfxtp_1"
syn-cell-area_mm2 = 0.00779
synth.yosys.chip_area_mm2 = 0.00779
ys_seq_share_pct = 55.0
synthesis.instances = 666

[power_and_ir_drop]
comb_power_share_pct = 28.4
swShare_pct = 25.5
p_total_mw = 6.81
ir_drop_mv = 0.436
leakage_dissipation_nw = 4.36
internal_power_mw = 5.07
cellPowerDensity_mw_per_mm2 = 683
seq_power_share_pct = 40.4
clock_power_share_pct = 31.1
p_sw_mw = 1.74

[grt]
grt_pass1_wl_mm = 20.7
largest_net_degree_at_the_start_of_global_routing = 16
global_route.usage.total_pct = 16.4
globalRoute.totalOverflow = 0
antenna_violations_before_repair = 0
first_global_vias = 4880

[floorplanning]
num_io_pins = 112
core_footprint_mm2 = 0.0152
fp.dieArea_mm2 = 0.0161
row_count = 45
fp.dieH_um = 127
chipWidth_um = 127
fp_util_pct = 51.2

[clock_tree]
worstSkewPairLatency_ns = 0.49
clk_pin_slew_worst_setup_hold_paths_ns = 0.06
tritoncts_num_sinks = 214
cts_post_setup_buffers_inserted = 0
h-tree-depth = 1
ctsResizeCount = 0
tritoncts = "done"
cts_made_buffers = 22
cts_root_buffer = "clkbuf_16"
clockBufferDepth = 3
cts.hold.buffers_added = 0

[job]
openroad.warnings = 26
maxCapViolations = 0

[worst_hold_path]
tightest_hold_check_type = "register to register"
timing.hold.worst.start = "s11_msbreg4[2]"

[placement]
place.detailed.instances = 965
port-buffer-count = 111
hpwl_mm = 8.65
finalWeightedCongestion = 0.771
cell usage after synthesis:
cell type,number
nor3_1,12
o31a_4,2
a21boi_0,2
xnor2_1,37
nor2b_1,29
a311oi_2,3
xor2_1,5
nor2b_4,3
nor3b_1,3
a31oi_1,9
a211oi_1,2
nand4_1,2
o21ai_0,31
nor2_1,26
nor4_2,2
fa_1,21
nand2_1,16
dfxtp_1,214
nand3_1,6
a221oi_1,4
inv_1,75
a21o_1,7
o2111ai_1,1
a311o_1,3
nor4_1,1
o21a_1,12
o22ai_1,2
a21oi_1,40
nand3b_1,2
a31o_2,4
ha_1,81
o31a_1,5
mux2i_1,4
worst paths after layout:
check,endpoint,slack [ns],cells after the start
worst max-delay path,sum[13],0.66,8
worst min-delay path,s11_msbreg5[2],0.32,0
worst max register to register,s11_msbreg4[6],2.39,7
worst min register to register,s11_msbreg5[2],0.32,0
sequential cells by signal, indices dropped and copies added (netlist names), 8 cells and up:
name,flops
s00_lsbreg1,8
s01_lsbreg1,8
s02_lsbreg1,8
s03_lsbreg1,8
s10_lsbreg3,8
s11_lsbreg3,8
per-layer routing:
layer | up-vias | wire length [um] | part of all wire, % | GRT usage (%)
met5 | - | 0 | 0 | 0
met4 | 0 | 292 | 2.5 | 3.43
met3 | 28 | 554 | 4.8 | 2.79
met2 | 93 | 5240 | 45 | 26.5
met1 | 2138 | 5560 | 48 | 24.4
li1 | 2524 | - | - | -
metrics by stage:
stage	worst slack (ns)	hold slack [ns]	cell area, um^2	util [%]
6_report	0.657	0.322	9970	65.6
5_1_grt	0.533	0.331	9970	65.6
4_1_cts	0.644	0.324	9970	65.6
3_5_place_dp	1.20	0.312	9140	60.1
3_3_place_gp	1.22	0.310	9140	60.1
2_1_floorplan	1.72	0.310	7790	-
kinds of logic (layout without fill, tap and decap cells):
kind of cell    count (synthesis)  count (layout)  synth area share (%)
flops                         214             214                  55.0
xor+xnor                       42              42                  4.72
compound gates                127             127                  10.7
buf+inv                        75             226                  3.61
simple gates                  102             102                  7.08
mux                             4               4                 0.514
fa+ha+maj                     102             102                  18.4
power by group through the flow:
stage	logic [mW]	registers (mW)	clock network, mW
CTS	1.96	2.77	2.18
global route	2.21	2.81	2.27
finish	1.94	2.75	2.12
cell type report:
type                       instances  share of cell area [%]
clock buffer                      29                    6.50
tap                              188                    2.36
sequential                       214                    43.0
clock inverter                    11                    1.83
timing repair buffer             111                    11.1
inverter                          75                    2.82
multi-input combinational        377                    32.3
Power and IR drop assume default switching activity.
